==> flow/design.v <==
`timescale 1ns / 1ps
module freq_div_decimal(
	clk,
	rst,
	clk_out
	);
    input          clk;
	input          rst;
	output         clk_out;
    reg  [3:0]   cnt1;
    reg  [3:0]   cnt2;
    reg          clk_out;
always @(posedge clk or posedge rst) begin   
	if (rst) begin
		cnt1 <= 'd0;
	end
	else if ((cnt2 < 'd7) &&(cnt1 == 'd1)) begin
		cnt1 <= 'd0;
	end
	else if (cnt1 == 'd2) begin
		cnt1 <= 'd0;
	end
	else begin
		cnt1 <= cnt1 + 'd1;
	end
end
always @(posedge clk or posedge rst) begin   
	if (rst) begin
		cnt2 <= 'd0;
	end
	else if ((cnt2 == 'd8) && (cnt1 == 'd2)) begin
		cnt2 <= 'd0;
	end
	else if ((cnt1 == 'd1) && (cnt2 < 'd7)) begin
		cnt2 <= cnt2 + 'd1;
	end
	else if (cnt1 == 'd2) begin
		cnt2 <= cnt2 + 'd1;
	end
	else begin
		cnt2 <= cnt2;
	end
end
always @(posedge clk or posedge rst) begin
	if (rst) begin
		clk_out <= 'd0;
	end
	else if ((cnt1 == 'd1) && (cnt2 < 'd7)) begin
		clk_out <= 'd1;
	end
	else if (cnt1 == 'd2) begin
		clk_out <= 'd1;
	end
	else begin
		clk_out <= 'd0;
	end
end
endmodule
==> flow/run.sh <==
#!/bin/bash
# OpenROAD 26Q1-2900-gdf79404cd8, Yosys 0.63+post, stock flow scripts
make -C /OpenROAD-flow-scripts/flow DESIGN_CONFIG=/design/flow/config.mk WORK_HOME=/design/flow/orfs finish
==> flow/config.mk <==
export PLATFORM = sky130hd
export DESIGN_NAME = freq_div_decimal
export DESIGN_NICKNAME = freq_div_decimal
export VERILOG_FILES = /design/flow/design.v
export SDC_FILE = /design/flow/constraint.sdc
export NUM_CORES = 4
export LEC_CHECK = 1
export CORE_AREA = 10 10 74 74
export DIE_AREA = 0 0 84 84
==> flow/constraint.sdc <==
current_design freq_div_decimal

set clk_period 2.4
set clk_io_pct 0.2

create_clock -name clk0 -period $clk_period [get_ports {clk}]

set non_clock_inputs [all_inputs -no_clocks]
set_input_delay [expr $clk_period * $clk_io_pct] -clock clk0 $non_clock_inputs
set_output_delay [expr $clk_period * $clk_io_pct] -clock clk0 [all_outputs]
==> summary.txt <==
Notes from the flow run.

Status:
- The run finished with clean final reports.

Pwr:
- The run puts the maximum resistive drop on vdd at 0.0001433 V.
- For this design the ratio of total power to cell area is 539.3 nW/um^2.
- The run gives the static leakage power as 0.2314 nW.
- The run puts the overall power after layout at 0.3293 mW.

Timing:
- The run gives the hold violation total from the final report as 0.
- Hold timing on the final database bottoms out at a slack of 0.5129 ns.
- The final timing report lists a max-slew violation count of 0.
- Static timing analysis puts the maximum clock frequency at 674.2 MHz.
- The worst path needs 1.483 ns of the cycle, external delays included.
- The run puts the final worst-path setup slack at 0.9167 ns.
- The final timing report lists clock skew as 0.004395 ns.
- Setup repair after global routing left no endpoint under its margin.
- Headroom to the max-slew limit came out at 0.7667.
- The run puts the setup TNS at 0 ns.
- The run gives the number of endpoints failing setup at the final stage as 0.
- The transition time recorded at the tightest slew-check pin is 0.3486 ns.
- The run gives the post-layout period usage of the worst path as 0.6180.

Die:
- Pin placement for this block handled 3 I/O pins.
- The run gives the initial core utilization as 0.1216.
- The run gives the die height as 84 um.
- The run gives the width of the die as 84 um.
- The run puts the total number of placement rows at 23.
- The floorplan step defined a core boundary enclosing 3971 sq um.
- The chip occupies 7056 sq um.

Synth:
- The run puts the sequential-to-total area share from yosys stat at 0.4663.
- Per the synth stats, the flop cell with the highest instance count is sky130_fd_sc_hd__dfrtp_1.
- The run puts the count of different cell masters after synthesis at 23.
- The run puts the warning count from the yosys run at 1.
- The run gives the number of storage elements in the synthesis netlist as 9.
- The run gives the summed instance area of the synthesized netlist as 483.0 sq um.
- The run gives the proportion of synthesized flip-flops having asynchronous set or reset as 1.000.
- The run puts the post-synthesis cell count from yosys at 42.
- The run gives the post-synth area from yosys stat as 483.0 sq um.
- The run gives the gate count after technology mapping as 42.
- The run gives the number of enable flip-flop cells as 0.
- The run puts the post-synthesis average cell area at 11.50 sq um.

Drt:
- The run gives the average routed wire per standard cell as 8.316 um.
- The detailed router reported a total wirelength of 815 um.
- The run puts the number of vias per cell after detailed routing at 3.327.
- The run puts the tally of nets with antenna violations remaining after routing at 0.
- The run gives the final antenna diode count as 0.
- The run puts the detailed-route via count at 326.
- For this run, design rule violations remaining after detail routing come to 0.
- The run puts the length of the first detailed-routing pass in iterations at 4.
- The run gives the number of DRC markers in iteration 0 as 29.

Worst setup path:
- The run gives the arrival time of data at the critical path endpoint as 1.00 ns.
- The run gives the highest-delay cell along the critical path as sky130_fd_sc_hd__clkdlybuf4s50_1.
- Per STA, the worst path accumulates the most delay in the family buffers and inverters.
- The run puts the largest fanout on the critical path at 1.
- The worst setup path is launched from a flop.
- The setup path with the least slack is of type flop to primary output.
- The run puts the buffer-and-inverter tally for the worst setup path at 1.
- The run gives the critical path data required time as 1.92 ns.
- STA lists the startpoint of the worst register-to-register path as cnt1[0]$_DFF_PP0_.
- The run gives the worst setup path startpoint as clk_out$_DFF_PP0_.
- The report lists the cells along the critical path as clkdlybuf4s50_1.
- The worst setup path is captured at a primary output.
- The run gives the highest cell delay on the worst timing path as 0.46 ns.

Flow run:
- The run gives the max-cap violation count as 0.
- In this run the tools logged warnings totalling 26.

Clock tree:
- The number of clock buffers added by TritonCTS is 3.
- The run gives the CTS tree as done.
- The tree is rooted in a sky130_fd_sc_hd__clkbuf_8.
- The run puts the clock-pin slew on the worst setup and hold paths at 0.05 ns.
- The run puts the post-CTS resize count at 0.
- The run gives the latest clock arrival within the worst-skew pair as 0.23 ns.
- The run gives the number of buffers on the longest clock path as 2.
- The run puts the number of hold buffers added after cts at 0.
- The run gives the number of H-tree branching levels as 1.
- The run puts the number of sinks handled by clock tree synthesis at 9.
- The run gives the number of setup buffers added after CTS as 0.

Place:
- The run gives the post-placement cell count as 94.
- The run gives the number of input and output port buffers inserted as 2.
- Routability-driven placement finished with a final weighted congestion of 0.8219.
- Per the post-place timing report, worst setup slack is 1.011 ns.
- The run puts the sum of net half-perimeters after detailed placement at 627.5 um.
- Once placement finished, the instance area stood at 565.5 sq um.

Layout:
- The run gives the final instance count without filler cells as 98.
- By instance count after routing, the leading logic cell types are sky130_fd_sc_hd__dfrtp_1 (9), sky130_fd_sc_hd__nand2_1 (5), sky130_fd_sc_hd__inv_1 (4), sky130_fd_sc_hd__clkbuf_8 (3).
- The run puts the fraction of the core area covered by cells at the end of the flow at 0.1537.
- The run puts the fraction of layout cells with a size suffix above 1 at 0.1667.
- The run gives the finished layout cell area as 610.6 sq um.
- The run puts the area growth from synthesis to layout at 26.43%.
- By instance count after routing, the leading logic cell type is sky130_fd_sc_hd__dfrtp_1.

GRT:
- The run gives the global routing usage summed across all routing layers as 0.02658.
- The run puts the via count of the first global-routing pass at 332.
- The run puts the maximum number of pins on one net before global-route repair at 10.
- The number of antenna violations at the first check in global routing came to 0.
- The run puts the global-route wire length before repair at 1628 um.
- Recorded from the global router log, the overflow total was 0.

Worst hold path:
- Note that the worst hold path type here is input port to async pin.
[power breakdown]
group | switching [mW] | internal [mW] | total [mW]
combinational | 0.00303 | 0.00152 | 0.00455
clock | 0.0569 | 0.115 | 0.172
sequential | 0 | 0.152 | 0.152
total | 0.0600 | 0.269 | 0.329
[Yosys cell counts, drive strengths merged (2+ instances only)]
cell type | instances | area share
a21oi | 2 | 0.021
nand2 | 5 | 0.039
nor3b | 2 | 0.054
inv | 4 | 0.031
xnor2 | 2 | 0.036
dfrtp | 9 | 0.47
ha | 2 | 0.052
nor2b | 2 | 0.026
a31o | 2 | 0.054
[worst reg2reg max path, cell delays in order, from the launching register on]
cell                      delay [ns]
sky130_fd_sc_hd__dfrtp_1        0.46
sky130_fd_sc_hd__nor4b_4        0.37
sky130_fd_sc_hd__a31o_4         0.17
sky130_fd_sc_hd__mux2_4         0.29
[state kept, by name, indices dropped and copies added, names as in the netlist]
register and count:
clk_out 1, cnt1 4, cnt2 4
[final timing paths]
kind | endpoint | slack [ns] | depth (start not counted)
max in group asynchronous | cnt1[2]$_DFF_PP0_ | 1.63 | 2
worst min register to register | cnt1[3]$_DFF_PP0_ | 0.55 | 1
worst max register to register | cnt2[1]$_DFFE_PP0P_ | 1.01 | 3
min in group clk0 | cnt1[3]$_DFF_PP0_ | 0.55 | 1
worst min-delay path | clk_out$_DFF_PP0_ | 0.51 | 2
worst max-delay path | clk_out | 0.92 | 1
[cells by family (layout without fill, tap and decap cells)]
family                   count (synthesis)  count (layout)  synth area share
AND-OR/OR-AND                            9               9            0.1503
XOR/XNOR                                 2               2           0.03628
adder cells (fa/ha/maj)                  2               2           0.05181
buffers and inverters                    4              10           0.03108
flip-flops                               9               9            0.4663
multiplexers                             2               2           0.05181
AND/OR/NAND/NOR                         14              14            0.2124
[area by class of cell]
class | count | area [sq um]
fillers | 445 | 3361
clock buffers | 4 | 45.04
flip-flops and latches | 9 | 225.2
inverters | 4 | 15.01
multi-input cells | 29 | 242.7
well taps | 50 | 62.56
repair buffers | 2 | 20.02
[layer usage]
metal	vias to the layer above	part of all wire	global-route usage	wire [um]
li1	162	-	-	-
met1	155	0.51	0.03880	412
met2	7	0.43	0.03693	352
met3	2	0.034	0.007874	28
met4	0	0.026	0.006088	21
met5	-	0	0	0
Power is estimated from default activity; no workload was simulated.
